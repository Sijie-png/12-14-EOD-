===== ./config.mk =====
export PLATFORM = sky130hd
export DESIGN_NAME = free_list_fifo
export DESIGN_NICKNAME = free_list_fifo
export VERILOG_FILES = /design/flow/design.v
export SDC_FILE = /design/flow/constraint.sdc
export NUM_CORES = 4
export LEC_CHECK = 1
export CORE_AREA = 10 10 100 100
export DIE_AREA = 0 0 110 110

===== ./constraint.sdc =====
current_design free_list_fifo

set clk_period 4.2
set clk_io_pct 0.2

create_clock -name clk0 -period $clk_period [get_ports {clk_i}]

set non_clock_inputs [all_inputs -no_clocks]
set_input_delay [expr $clk_period * $clk_io_pct] -clock clk0 $non_clock_inputs
set_output_delay [expr $clk_period * $clk_io_pct] -clock clk0 [all_outputs]

===== ./design.v =====
`timescale 1ns / 1ns
package buffer_pkgs;
    localparam int PREGS   = 128;
    localparam int PREG_W  = $clog2(PREGS);    
    typedef enum logic [3:0] {
        NA,
        ADD,
        SUB,
        ANDD,
        ORR,
        RSHIFT,
        LSHIFT,
        SLTIU
    } ALUCTRL;
    typedef enum logic [3:0] {
        NOFUNC,
        ALU,
        MEM,
        BRANCH
    } FUNCU;
    typedef enum logic {
        BHW,
        WORD
    } MEMDATATYPE;
    typedef enum logic {
        STORE,
        LOAD
    } LOADSTORE;
    typedef struct packed {
        logic [31:0] instr;
        logic [31:0] pc;
    } fetch_t;
    typedef struct packed {
        logic [31:0] instr;
        logic [31:0] pc;         
        logic [6:0]  opcode;
        logic [4:0]  rs1;        
        logic        rs1Used;
        logic [4:0]  rs2;
        logic        rs2Used;
        logic [4:0]  rd;
        logic        rdUsed;
        logic [31:0] imm;
        logic        immUsed;
        logic        spec;
        logic        lsType;     
        logic        loadStore;  
        logic        branch;
        logic        jump;
        logic        speculative;
        logic [3:0]  aluop;
        logic [3:0]  funcU;
    } decode_t;
    typedef struct packed {
        logic [PREG_W-1:0] rs1;
        logic [PREG_W-1:0] rs2;
        logic [PREG_W-1:0] rd;
        logic [PREG_W-1:0] old_rd;
        logic [4:0] arch_rd;
        logic [3:0]  ROB_tag;
        logic [3:0]  ROB_tag_clone;
        logic [31:0] pc;
        logic [6:0]  opcode;
        logic [31:0] imm;
        logic        imm_used;
        logic        rd_used;
        logic [3:0]  aluop;
        logic [3:0]  funcU;
        logic [1:0]  load_store_type;    
        logic        speculative;
        logic        jump;
        logic        branch;
    } rename_t;
    typedef struct packed {
        logic        valid;
        logic        ready;
        logic [PREG_W-1:0] rs1;
        logic [PREG_W-1:0] rs2;
        logic [PREG_W-1:0] rd;
        logic [PREG_W-1:0] old_rd;
        logic [3:0]  ROB_tag;
        logic [3:0]  ROB_tag_clone;
        logic [31:0] pc;
        logic [6:0]  opcode;
        logic [31:0] imm;
        logic        imm_used;
        logic        rd_used;
        logic [3:0]  aluop;
        logic [3:0]  funcU;
        logic [1:0]  load_store_type;
        logic        speculative;
        logic        jump;
        logic        branch;
        logic [31:0] rs1_val;
        logic [31:0] rs2_val;
        logic        rs1_rdy;
        logic        rs2_rdy;
        logic [6:0]  rs1_tag;    
        logic [6:0]  rs2_tag;
    } rs_entry_t;
    typedef rs_entry_t dispatch_t;
    typedef struct packed {
        logic        valid;
        logic        completed;
        logic        has_dest;
        logic [4:0]        arch_rd;
        logic [PREG_W-1:0] dest_preg;
        logic [PREG_W-1:0] old_preg;
        logic        is_branch;
        logic [31:0] pc;
    } rob_entry_t;
    typedef struct packed {
        logic [PREG_W-1:0] rd_addr;
        logic [31:0] rs1_val;
        logic rs1_used;
        logic [31:0] rs2_val;
        logic rs2_used;
        logic [31:0] imm_val;
        logic imm_used;
        logic [3:0] aluop;
        logic [3:0]  ROB_tag;
    } alu_entry_t;
    typedef struct packed {
        logic [PREG_W-1:0] rd_addr;
        logic [31:0] rd_val;
        logic completed;
        logic [3:0]  ROB_tag;
    } alu_out_t;
    typedef struct packed {
        logic [PREG_W-1:0] rd_addr;
        logic [31:0] rs1_val;
        logic rs1_used;
        logic [31:0] rs2_val;
        logic rs2_used;
        logic [31:0] imm_val;
        logic imm_used;
        logic jump;
        logic branch;
        logic [31:0] pc;
        logic took_branch;
        logic [3:0]  ROB_tag;
    } branch_entry_t;
    typedef struct packed {
        logic [PREG_W-1:0] rd_addr;
        logic [31:0] rd_val;
        logic [31:0] dest_addr;
        logic branch_taken;  
        logic completed;
        logic mispredict;
        logic [3:0]  ROB_tag;
    } branch_out_t;
    typedef struct packed {
        logic [PREG_W-1:0] rd_addr;
        logic [31:0] rs1_val;
        logic rs1_used;
        logic [31:0] rs2_val;
        logic rs2_used;
        logic [31:0] imm_val;
        logic imm_used;
        logic lsType;  
        logic loadStore;  
        logic [31:0] pc;
        logic [3:0]  ROB_tag;
    } lsu_entry_t;
    typedef struct packed {
        logic [PREG_W-1:0] rd_addr; 
        logic [31:0] rd_val;
        logic completed;
        logic [3:0]  ROB_tag;
    } lsu_out_t;
    typedef struct packed {
        logic [PREG_W-1:0] rd_addr;      
        logic [31:0]       rd_val;       
        logic              completed;    
        logic              mispredict;   
        logic [3:0]        ROB_tag;      
        logic              branch_taken;  
        logic [31:0]       dest_addr;     
        logic [1:0]        src_fu;        
    } wb_packet_t;
endpackage
`timescale 1ns / 1ns
module free_list_fifo #(
    parameter int PHYSREG = 128,
    parameter int AREG    = 32
) (
    input  logic clk_i,
    input  logic rst_i,
    input  logic alloc_en_i,
    output logic alloc_done_o,
    output logic [$clog2(PHYSREG)-1:0] alloc_index_o,
    input  logic free_en_i,
    output logic [$clog2(PHYSREG)-1:0] free_index_o,
    output logic empty_o,
    output logic [$clog2(PHYSREG):0] free_count,
    output logic [$clog2(PHYSREG)-1:0] chkpt_head_o,
    output logic [$clog2(PHYSREG)-1:0] chkpt_tail_o,
    output logic [$clog2(PHYSREG):0]   chkpt_free_count_o,
    input  logic [$clog2(PHYSREG)-1:0] recover_head_i,
    input  logic [$clog2(PHYSREG)-1:0] recover_tail_i,
    input  logic [$clog2(PHYSREG):0]   recover_free_count_i,
    input  logic                       recover_i
);
    localparam int PREG_W = $clog2(PHYSREG);
    logic [PREG_W-1:0] head_current, head_next;
    logic [PREG_W-1:0] tail_current, tail_next;
    logic [PREG_W:0]   num_free_current, num_free_next;
    logic alloc_active, free_active;
    assign alloc_active = alloc_en_i && (num_free_current != 0);
    assign free_active  = free_en_i;
    assign alloc_done_o = alloc_active;
    assign empty_o      = (num_free_current == 0);
    assign free_count   = num_free_current;
    assign free_index_o = tail_current;
    assign chkpt_head_o       = head_current;
    assign chkpt_tail_o       = tail_current;
    assign chkpt_free_count_o = num_free_current;
    always_comb begin
        head_next      = head_current;
        tail_next      = tail_current;
        num_free_next  = num_free_current;
        alloc_index_o = head_current;
        if (alloc_active) begin
            alloc_index_o = head_current;
            head_next     = head_current + 1;
        end
        if (free_active) begin
            tail_next = tail_current + 1;
        end       
        unique case ({free_active, alloc_active})
            2'b01: num_free_next = num_free_current - 1;  
            2'b10: num_free_next = num_free_current + 1;  
            2'b11: num_free_next = num_free_current;      
            default: ;
        endcase
    end
    always_ff @(posedge clk_i or posedge rst_i) begin
        if (rst_i) begin
            head_current     <= AREG[PREG_W-1:0];
            tail_current     <= '0;
            num_free_current <= PHYSREG - AREG;
        end
        else if (recover_i) begin
            head_current     <= recover_head_i;
            tail_current     <= recover_tail_i;
            num_free_current <= recover_free_count_i;
        end
        else begin
            head_current     <= head_next;
            tail_current     <= tail_next;
            num_free_current <= num_free_next;
        end
    end
endmodule

===== ./run.sh =====
#!/bin/bash
# OpenROAD 26Q1-2900-gdf79404cd8, Yosys 0.63+post, stock flow scripts
make -C /OpenROAD-flow-scripts/flow DESIGN_CONFIG=/design/flow/config.mk WORK_HOME=/design/flow/orfs finish

==> flow_summary.json <==
{
  "status": "completed",
  "top_cell_area_share_pct": 28.8,
  "syn_avg_cell_area_um2": 9.17,
  "yosys-stat-area_um2": 1650,
  "ys.warnings.count": 1,
  "synth.distinct_cells": 37,
  "root_buffer": "clkbuf_8",
  "required_ns": 4.36,
  "cpPeakStageDelay_ns": 0.57,
  "nFillCells": 807,
  "yosysSeqAreaShare_pct": 33.6,
  "path_cells": "or4_4, o21ai_4, nand2_1, fa_1, a21o_1, a211oi_1, nor2_1, mux2_1, mux2_2",
  "p_int_w": 0.000639,
  "crit_type": "register to register",
  "initial_core_util_pct": 21.1,
  "clkLatencyLatePin_ns": 0.27,
  "tool_warnings": 26,
  "diodes": 0,
  "reg2reg_slack_ns": 1.05,
  "cts_tree": "built",
  "drt_wl_total_um": 4700,
  "swShare_pct": 30.4,
  "io_buffers": 72,
  "cap_violations": 0,
  "top_logic_kind": "simple AND/OR/NAND/NOR gates",
  "crit_arrival_ns": 3.30,
  "min_period_over_period_pct": 74.9,
  "edf_count": 0,
  "p_leak_nw": 0.936,
  "power_density_nw_per_um2": 382,
  "combinationalPowerShare_pct": 43.7,
  "flop_area_um2": 554,
  "slowest_stage": "or4_4",
  "layout_min_cycle_time_ns": 3.15,
  "comb_area_um2": 893,
  "vias": 1377,
  "path_max_fanout": 8,
  "cts.path.max_buffers": 2,
  "maxSlewHeadroom_pct": 64.2,
  "max_freq_mhz": 318,
  "grt_pass1_wl_um": 7580,
  "wl_per_cell_um": 14.2,
  "core.rowCount": 32,
  "cts-resized-gates": 0,
  "hpwl_um": 3680,
  "clock-sinks": 22,
  "layout_top_cell": "clkdlybuf4s50_1",
  "peakVddDrop_v": 0.000192,
  "ys.flop_type": "dfrtp_1",
  "yosys.area_share.simple_pct": 15.8,
  "hold_violations": 0,
  "drive_above_1_share_pct": 7.83,
  "tightestPinTransition_ns": 0.535,
  "antenna_found_initial": 0,
  "min_path_type": "register to register",
  "fin_worst_skew_ns": 0.00421,
  "synthAoiAreaFrac_pct": 13.7,
  "cts_hold_buf": 0,
  "drt-initial-drc-count": 41,
  "critPathLaunchType": "register",
  "ys_sh_xor_pct": 9.48,
  "overflow": 0,
  "lay_top_cells": "72 x clkdlybuf4s50_1, 26 x nand2_1, 19 x dfrtp_1",
  "critPathCaptureType": "register",
  "core_area_um2": 7810,
  "synth_area_um2": 1650,
  "final-max-slew-violation-count": 0,
  "chipHeight_um": 110,
  "syn-instance-count": 180,
  "drc": 0,
  "area_leaders": "dfrtp_1 29%, buf_4 10%, ha_1 6.8%, nand2_1 5.9%, xor2_1 5.3%",
  "p_sw_w": 0.000279,
  "first_pass_iters": 4,
  "area_growth_pct": 45.5,
  "reg2regPathDepth": 9,
  "synth.area.mux_share_pct": 7.13,
  "die_width_um": 110,
  "io_pins": 73,
  "chipArea_um2": 12100,
  "ys_ff": 22,
  "hold_depth": 2,
  "cts-buffers-inserted": 3,
  "pwr-share-seq_pct": 34.2,
  "clk_pin_slew_ns": 0.08,
  "grt_pass1_vias": 1449,
  "finalSetupViolations": 0,
  "yosysTopAreaCell": "dfrtp_1",
  "yosysCellCount": 180,
  "ant_nets": 0,
  "setup_tns_ns": 0,
  "total_power_w": 0.000918,
  "grt_start_max_net_pins": 46,
  "grt_usage_pct": 7.69,
  "synthAdderAreaFrac_pct": 8.04,
  "rsz0062_at_grt": "false",
  "post_cts_buffers": 0,
  "vias_per_cell": 4.15,
  "power_frac_clock_pct": 22.1,
  "htree_levels": 1,
  "place.gp.congestion": 0.775,
  "synthArstFlopShare_pct": 100
}
==> logic make-up after synthesis <==
group | after synthesis
multiplexers | 11
AND-OR/OR-AND | 36
flip-flops | 22
AND/OR/NAND/NOR | 52
adder cells (fa/ha/maj) | 10
buffers and inverters | 32
XOR/XNOR | 17
==> worst max-delay path, delay by kind of cell, from the launching register on <==
kind                     cells  cell delay [ns]
adder cells (fa/ha/maj)      1             0.49
AND/OR/NAND/NOR              3             0.87
AND-OR/OR-AND                3             0.64
flip-flops                   1             0.49
multiplexers                 2             0.55
==> power groups by stage <==
stage / registers (W) / logic, W / clock network (W)
after CTS: 0.000316 / 0.000408 / 0.000212
after global routing: 0.000325 / 0.000450 / 0.000223
final: 0.000314 / 0.000401 / 0.000203
==> synthesized netlist by cell type (all sizes together) (2+ instances only) <==
cell type   n
and3        2
nand2      26
a21oi       3
nand4       5
o211ai      3
inv         3
or4         2
dfstp       3
o21ai      21
clkbuf      7
nor4b       3
ha          9
mux2        6
mux2i       5
a211oi      3
nand3       2
nor2        7
dfrtp      19
a21o        2
xnor2       7
buf        22
xor2       10
==> state kept, by name, summed over array words and instances (netlist names) <==
register	count
tail_current	7
num_free_current	8
head_current	7
==> per-stage QoR <==
stage	utilization, %	hold slack [ns]	setup slack [ns]	instance area (um2)	cells
2_1_floorplan	-	0.535	1.27	1650	180
3_3_place_gp	29.8	0.581	0.953	2330	328
3_5_place_dp	29.8	0.592	0.901	2330	328
4_1_cts	30.8	0.619	1.03	2400	332
5_1_grt	30.8	0.646	0.827	2400	332
6_report	30.8	0.611	1.05	2400	332
==> area by class of cell <==
class | instances | area share (%)
clock buffers | 3 | 1.72
clock inverters | 1 | 1.25
inverters | 3 | 0.469
multi-input cells | 126 | 37.2
flip-flops and latches | 22 | 23.1
well taps | 102 | 5.32
repair buffers | 75 | 31.0
==> final timing paths <==
check,startpoint,endpoint
worst max-delay path,num_free_current[0]$_DFFE_PP0P_,num_free_current[4]$_DFFE_PP0P_
worst min-delay path,tail_current[6]$_DFFE_PP0P_,tail_current[6]$_DFFE_PP0P_
worst max register to register,num_free_current[0]$_DFFE_PP0P_,num_free_current[4]$_DFFE_PP0P_
worst min register to register,tail_current[6]$_DFFE_PP0P_,tail_current[6]$_DFFE_PP0P_
max in group asynchronous,rst_i,num_free_current[6]$_DFFE_PP1P_
min in group asynchronous,rst_i,tail_current[4]$_DFFE_PP0P_
==> metal layers <==
layer	up-vias	wire length [um]	GRT usage (%)
li1	711	-	-
met1	627	2280	11.1
met2	37	2010	11.5
met3	2	402	2.41
met4	0	15	0.651
met5	-	0	0
No activity file was given, so power comes from the tool's default toggle rates.
