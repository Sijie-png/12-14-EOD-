`design/flow/run.sh`:
```
#!/bin/bash
# OpenROAD 26Q1-2900-gdf79404cd8, Yosys 0.63+post, stock flow scripts
make -C /OpenROAD-flow-scripts/flow DESIGN_CONFIG=/design/flow/config.mk WORK_HOME=/design/flow/orfs finish
```
`design/flow/config.mk`:
```
export PLATFORM = sky130hd
export DESIGN_NAME = prf
export DESIGN_NICKNAME = prf
export VERILOG_FILES = /design/flow/design.v
export SDC_FILE = /design/flow/constraint.sdc
export NUM_CORES = 4
export LEC_CHECK = 1
export CORE_UTILIZATION = 50
```
`design/flow/constraint.sdc`:
```
current_design prf

set clk_period 7.9
set clk_io_pct 0.2

create_clock -name clk0 -period $clk_period [get_ports {clk_i}]

set non_clock_inputs [all_inputs -no_clocks]
set_input_delay [expr $clk_period * $clk_io_pct] -clock clk0 $non_clock_inputs
set_output_delay [expr $clk_period * $clk_io_pct] -clock clk0 [all_outputs]
```
`design/flow/design.v`:
```
`timescale 1ns / 1ns
package buffer_pkgs;
    localparam int PREGS   = 128;
    localparam int PREG_W  = $clog2(PREGS);    
    typedef enum logic [3:0] {
        NA,
        ADD,
        SUB,
        ANDD,
        ORR,
        RSHIFT,
        LSHIFT,
        SLTIU
    } ALUCTRL;
    typedef enum logic [3:0] {
        NOFUNC,
        ALU,
        MEM,
        BRANCH
    } FUNCU;
    typedef enum logic {
        BHW,
        WORD
    } MEMDATATYPE;
    typedef enum logic {
        STORE,
        LOAD
    } LOADSTORE;
    typedef struct packed {
        logic [31:0] instr;
        logic [31:0] pc;
    } fetch_t;
    typedef struct packed {
        logic [31:0] instr;
        logic [31:0] pc;         
        logic [6:0]  opcode;
        logic [4:0]  rs1;        
        logic        rs1Used;
        logic [4:0]  rs2;
        logic        rs2Used;
        logic [4:0]  rd;
        logic        rdUsed;
        logic [31:0] imm;
        logic        immUsed;
        logic        spec;
        logic        lsType;     
        logic        loadStore;  
        logic        branch;
        logic        jump;
        logic        speculative;
        logic [3:0]  aluop;
        logic [3:0]  funcU;
    } decode_t;
    typedef struct packed {
        logic [PREG_W-1:0] rs1;
        logic [PREG_W-1:0] rs2;
        logic [PREG_W-1:0] rd;
        logic [PREG_W-1:0] old_rd;
        logic [4:0] arch_rd;
        logic [3:0]  ROB_tag;
        logic [3:0]  ROB_tag_clone;
        logic [31:0] pc;
        logic [6:0]  opcode;
        logic [31:0] imm;
        logic        imm_used;
        logic        rd_used;
        logic [3:0]  aluop;
        logic [3:0]  funcU;
        logic [1:0]  load_store_type;    
        logic        speculative;
        logic        jump;
        logic        branch;
    } rename_t;
    typedef struct packed {
        logic        valid;
        logic        ready;
        logic [PREG_W-1:0] rs1;
        logic [PREG_W-1:0] rs2;
        logic [PREG_W-1:0] rd;
        logic [PREG_W-1:0] old_rd;
        logic [3:0]  ROB_tag;
        logic [3:0]  ROB_tag_clone;
        logic [31:0] pc;
        logic [6:0]  opcode;
        logic [31:0] imm;
        logic        imm_used;
        logic        rd_used;
        logic [3:0]  aluop;
        logic [3:0]  funcU;
        logic [1:0]  load_store_type;
        logic        speculative;
        logic        jump;
        logic        branch;
        logic [31:0] rs1_val;
        logic [31:0] rs2_val;
        logic        rs1_rdy;
        logic        rs2_rdy;
        logic [6:0]  rs1_tag;    
        logic [6:0]  rs2_tag;
    } rs_entry_t;
    typedef rs_entry_t dispatch_t;
    typedef struct packed {
        logic        valid;
        logic        completed;
        logic        has_dest;
        logic [4:0]        arch_rd;
        logic [PREG_W-1:0] dest_preg;
        logic [PREG_W-1:0] old_preg;
        logic        is_branch;
        logic [31:0] pc;
    } rob_entry_t;
    typedef struct packed {
        logic [PREG_W-1:0] rd_addr;
        logic [31:0] rs1_val;
        logic rs1_used;
        logic [31:0] rs2_val;
        logic rs2_used;
        logic [31:0] imm_val;
        logic imm_used;
        logic [3:0] aluop;
        logic [3:0]  ROB_tag;
    } alu_entry_t;
    typedef struct packed {
        logic [PREG_W-1:0] rd_addr;
        logic [31:0] rd_val;
        logic completed;
        logic [3:0]  ROB_tag;
    } alu_out_t;
    typedef struct packed {
        logic [PREG_W-1:0] rd_addr;
        logic [31:0] rs1_val;
        logic rs1_used;
        logic [31:0] rs2_val;
        logic rs2_used;
        logic [31:0] imm_val;
        logic imm_used;
        logic jump;
        logic branch;
        logic [31:0] pc;
        logic took_branch;
        logic [3:0]  ROB_tag;
    } branch_entry_t;
    typedef struct packed {
        logic [PREG_W-1:0] rd_addr;
        logic [31:0] rd_val;
        logic [31:0] dest_addr;
        logic branch_taken;  
        logic completed;
        logic mispredict;
        logic [3:0]  ROB_tag;
    } branch_out_t;
    typedef struct packed {
        logic [PREG_W-1:0] rd_addr;
        logic [31:0] rs1_val;
        logic rs1_used;
        logic [31:0] rs2_val;
        logic rs2_used;
        logic [31:0] imm_val;
        logic imm_used;
        logic lsType;  
        logic loadStore;  
        logic [31:0] pc;
        logic [3:0]  ROB_tag;
    } lsu_entry_t;
    typedef struct packed {
        logic [PREG_W-1:0] rd_addr; 
        logic [31:0] rd_val;
        logic completed;
        logic [3:0]  ROB_tag;
    } lsu_out_t;
    typedef struct packed {
        logic [PREG_W-1:0] rd_addr;      
        logic [31:0]       rd_val;       
        logic              completed;    
        logic              mispredict;   
        logic [3:0]        ROB_tag;      
        logic              branch_taken;  
        logic [31:0]       dest_addr;     
        logic [1:0]        src_fu;        
    } wb_packet_t;
endpackage
`timescale 1ns/1ns
module prf #(
    parameter int NREGS = 128,
    parameter int XLEN  = 32
)(
    input  logic clk_i,
    input  logic rst_i,
    input  logic                     wb_en_i,
    input  logic [$clog2(NREGS)-1:0]  wb_addr_i,
    input  logic [XLEN-1:0]           wb_data_i,
    input  logic [$clog2(NREGS)-1:0]  rs1_i,
    input  logic                      rs1_used_i,
    output logic [XLEN-1:0]           rs1_data_o,
    input  logic [$clog2(NREGS)-1:0]  rs2_i,
    input  logic                      rs2_used_i,
    output logic [XLEN-1:0]           rs2_data_o
);
    logic [XLEN-1:0] pregs [0:NREGS-1];
    integer i;
    always_ff @(posedge clk_i or posedge rst_i) begin
        if (rst_i) begin
            for (i = 0; i < NREGS; i++) pregs[i] <= '0;
        end else begin
            if (wb_en_i && (wb_addr_i != '0))
                pregs[wb_addr_i] <= wb_data_i;
        end
    end
    always_comb begin
        rs1_data_o = '0;
        rs2_data_o = '0;
        if (rs1_used_i) begin
            if (rs1_i == '0) rs1_data_o = '0;
            else if (wb_en_i && (wb_addr_i == rs1_i) && (wb_addr_i != '0))
                rs1_data_o = wb_data_i;               
            else
                rs1_data_o = pregs[rs1_i];
        end
        if (rs2_used_i) begin
            if (rs2_i == '0) rs2_data_o = '0;
            else if (wb_en_i && (wb_addr_i == rs2_i) && (wb_addr_i != '0))
                rs2_data_o = wb_data_i;               
            else
                rs2_data_o = pregs[rs2_i];
        end
    end
endmodule
```
==> flow_summary.yaml <==
# generated from flow reports
outcome:
  status: "stopped before the end"
  outcome.stop_stage: "5_1_grt"
  stop_error: "[ERROR GRT-0116] Global routing finished with congestion. Check the congestion regions in the DRC Viewer."
placed_design:
  dp_hpwl_um: 1330000
  gp_congestion: 1.46
  port_buffers: 121
  dpl_worst_slack_ns: 0.0891
grt:
  grt_max_degree: 131
  gr-total-overflow: 20800
  grt_pass1_wl_um: 2680000
  grt_pass1_vias: 244000
  grtUsageTotal_pct: 103
synth:
  avgSynthCellArea_um2: 11.9
  postSynthSeqShare_pct: 49.8
  async_reset_ff_share_pct: 100
  ys_dominant_reg_cell: "dfrtp_1"
  synth_flops: 4064
  synth-area-yosys_um2: 204000
  synth.distinct_cells: 84
  edf_count: 0
  syn_inst: 17200
  ys_cells: 17200
  yosysWarningCount: 2
  netlist_area_um2: 204000
clock_network:
  h-tree-depth: 5
  cts_setup_buffers: 0
  clock_path_buffers: 4
  post_cts_resized: 0
  holdBufCountCts: 0
  cts_sinks: 4064
  cts_buffers: 442
  root_buffer: "clkbuf_16"
floorplan:
  ios: 122
  die_y_um: 641
  die_w_um: 641
  fp_util_pct: 50.3
  rows: 234
[layer usage]
metal	global-route usage (%)	GRT overflow
met5	96.9	458
met4	101	3805
met3	101	3973
met2	107	8354
met1	102	4244
[stage by stage]
stage / cells / instance area, µm² / total power, µW / setup TNS (ns)
floorplan: 17200 / 204000 / 26900 / -
global placement: 22500 / 224000 / 30300 / -0.569
detailed placement: 22500 / 224000 / 30300 / 0
CTS: 23300 / 239000 / 52000 / 0
[Yosys cell counts, types with 181 or more instances]
master	count	area (µm²)
nand4_1	238	1490
dfrtp_1	4064	102000
nor2_1	494	1850
o22ai_1	454	2840
nor4_1	181	1130
mux2_2	4147	46700
a22oi_1	2574	19300
buf_1	321	1200
clkbuf_1	1407	5280
a21oi_1	302	1510
nand2_1	451	1690
o21ai_0	195	976
a22o_1	459	4020
a222oi_1	238	2380
a221oi_1	300	2630
[kinds of logic after synthesis]
group                     Yosys count  synth area share [%]
buffers and inverters            1890                  3.58
AOI/OAI and AO/OA                4931                  18.1
xor gates and xnor gates           14                0.0600
muxes                            4247                  23.4
and+or+nand+nor                  2030                  5.09
DFF                              4064                  49.8
Power and IR drop assume default switching activity.
